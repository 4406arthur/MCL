==> /design/flow/design.v <==
module controller (clk,sw,ctrl,p1_btn,p2_btn,position,outside,winner,
	speed,direction,halt,rstball,ball,p1_score,p2_score,p1_deuce,p2_deuce);
input clk;
input [9:0]sw;
input p1_btn,p2_btn,ctrl;
input [9:0]position;
input outside,winner;
output reg [1:0]speed;
output reg direction;
output reg [15:0]p1_score,p2_score;
output reg p1_deuce,p2_deuce;
output reg halt;
output reg ball;
output reg rstball;
reg [4:0]p1_zone;
reg [9:5]p2_zone;
reg sel;
reg p1_rdy,p2_rdy;
reg [1:0]p1_power,p2_power;
integer p1_idle,p2_idle;
integer p1_idx,p2_idx;
parameter counter_max=50000000;
initial begin
	p1_rdy=1;
	p2_rdy=1;
	halt=1;
	direction=0;
	ball=1;
	p1_score=0;
	p2_score=0;
	p1_deuce=0;
	p2_deuce=0;
end
always@(sel)begin
	case(sel)
		0: speed=p2_power;
		1: speed=p1_power;
	endcase
end
reg trigger;
always@(posedge clk) begin
	if(outside) begin
		halt=1;
		rstball=1;
		if(winner==1)begin
			ball=1;
			direction=0;
			case(p1_score)
				0: p1_score=15;
				15: p1_score=30;
				30: p1_score=30;
				40: begin
					if(p2_deuce==40)begin
						if(p2_deuce)
							p2_deuce=0;
						else if(p1_deuce)
							p1_score=45;
						else
							p1_deuce=1;
					end else begin
						p1_score = 45;
					end
				end
			endcase
		end else if(winner==0)begin
			ball=0;
			direction=1;
			case(p2_score)
				0: p2_score=15;
				15: p2_score=30;
				30: p2_score=40;
				40: begin
					if(p1_score==40)begin
						if(p1_deuce)
							p1_deuce=0;
						else if(p2_deuce)
							p2_score=45;
						else
							p2_deuce=1;
					end else begin
						p2_score=45;
					end
				end
			endcase
		end	
	end else begin
		rstball=0;
		if(p1_score == 45 || p2_score==45)begin
			if(ctrl)begin
				p1_score=0;
				p2_score=0;
				direction=0;
				ball=1;
				rstball=1;
				p1_deuce=0;
				p2_deuce=0;
			end
		end
	end
	if(p1_rdy) begin
		if(p1_btn) begin
			p1_rdy=0;
			p1_idle=counter_max;
			p1_power=0;
			for(p1_idx=4;p1_idx>=0;p1_idx=p1_idx-1)begin
				p1_zone[p1_idx]=0;
				if(p1_power<3)begin
					if(sw[p1_idx])begin
						p1_zone[p1_idx]=1;
						p1_power=p1_power+1;
					end
				end
			end
			for(p1_idx=4;p1_idx>=0;p1_idx=p1_idx-1)begin
				if(position[p1_idx]==1 && p1_zone[p1_idx]==1)begin
					direction=0;
					sel=1;
					halt=0;
				end
			end
		end
	end else begin
		if(p1_idle==0)begin
			p1_rdy=1;
		end else begin
			p1_idle=p1_idle-1;
		end
	end
	if(p2_rdy) begin
		if(p2_btn) begin
			p2_rdy=0;
			p2_idle=counter_max;
			p2_power=0;
			for(p2_idx=5;p2_idx<=9;p2_idx=p2_idx+1) begin
				p2_zone[p2_idx]=0;
				if(p2_power<3) begin
					if(sw[p2_idx])begin
						p2_zone[p2_idx]=1;
						p2_power=p2_power+1;
					end
				end
			end
			for(p2_idx=5;p2_idx<=9;p2_idx=p2_idx+1) begin
				if(position[p2_idx]==1 && p2_zone[p2_idx]==1) begin
					direction = 1;
					sel=0;
					halt=0;
				end
			end
		end
	end	else begin
		if(p2_idle==0) begin
			p2_rdy=1;
		end else begin
			p2_idle=p2_idle-1;
		end
	end
end
endmodule
==> /design/flow/run.sh <==
#!/bin/bash
# OpenROAD 26Q1-2900-gdf79404cd8, Yosys 0.63+post, stock flow scripts
make -C /OpenROAD-flow-scripts/flow DESIGN_CONFIG=/design/flow/config.mk WORK_HOME=/design/flow/orfs finish
==> /design/flow/config.mk <==
export PLATFORM = sky130hd
export DESIGN_NAME = controller
export DESIGN_NICKNAME = controller
export VERILOG_FILES = /design/flow/design.v
export SDC_FILE = /design/flow/constraint.sdc
export NUM_CORES = 4
export LEC_CHECK = 1
export CORE_UTILIZATION = 40
==> /design/flow/constraint.sdc <==
current_design controller

set clk_period 6.6
set clk_io_pct 0.2

create_clock -name clk0 -period $clk_period [get_ports {clk}]

set non_clock_inputs [all_inputs -no_clocks]
set_input_delay [expr $clk_period * $clk_io_pct] -clock clk0 $non_clock_inputs
set_output_delay [expr $clk_period * $clk_io_pct] -clock clk0 [all_outputs]
==> metrics.sh <==
AVGROUTEDWIREPERCELL_UM=13.68
DIE_WIDTH_UM=113.8
PLACEMENT.SETUP.WORST_SLACK_NS=2.377
DESIGN.DIE.AREA_UM2=12960
WORSTSKEWPAIRLATENCY_NS=0.34
CTS.HOLD.BUFFERS_ADDED=0
BOUNDARYPINS=66
TIMING_HOLD_VIOLATIONS_FINAL=0
YOSYSWARNINGS=1
SYNTH_SEQUENTIAL_AREA_RATIO=0.4982
TIMING.REG2REG.WORST_PATH_DEPTH=5
GRT_SETUP_UNREPAIRED='no'
CTS_INSERTED_BUFFERS=9
YS_CELLS=479
RELATIVE_SLEW_SLACK=0.4574
YOSYS.CELL_TYPES.COUNT=59
DIE_H_UM=113.8
GRT_PASS1_VIAS=3417
TOTALWIRELENGTH_MM=9.465
POSTSYNTH.ASYNCRESETSHARE=0
FINALCLOCKPERIODUSAGE=0.5890
GLOBAL_ROUTE_WIRE_LENGTH_BEFORE_REPAIR_MM=16.26
REPORT.FINAL.SLEW_VIOL_COUNT=0
CTS_ROOT_BUFFER='clkbuf_16'
STATUS='complete, no violations'
CRIT_FANOUT=4
TIMING.CRITICAL_PATH.ARRIVAL_NS=4.10
POWER_W=0.001642
DRTPASS1ITERATIONS=4
POST-CTS-SETUP-BUFFERS=0
CLOCK_SINK_COUNT=85
POST-ROUTE-DRC-COUNT=0
SYN-MEAN-INSTANCE-AREA_UM2=10.44
ANTENNA_LEFT=0
WARNING_COUNT=27
WORSTPATHREQUIRED_NS=6.81
HOLD_PATH_CLASS='flip-flop to flip-flop'
INITIAL_ANTENNA_VIOLATION_COUNT=0
NUMBER_OF_ENABLE_TYPE_REGISTER_CELLS_IN_THE_SYNTHESIZED_NETLIST=79
PLACE.PORT_BUFFERS=43
CTS_REPAIR_RESIZE_COUNT=0
TIMING_WORST_SETUP_PATH_TYPE='input pin to flip-flop'
DETAIL_ROUTE.VIAS_PER_CELL=5.293
INITIAL_CORE_UTIL=0.4130
POST_SYNTH_INST_COUNT=479
P_LEAK_nW=1.990
CORE.ROWCOUNT=40
STARTPOINT_TYPE='input pin'
POSTSYNTH.TOPFLOPCELL='edfxtp_1'
CLOCK-SKEW-FINAL_NS=0.007092
ANTENNA_CELLS=0
MAXCLOCKFREQUENCY_MHz=257.2
DETAILED_PLACE_HPWL_MM=6.425
FINAL_CORE_UTILIZATION=0.4829
PROPORTION_OF_LAYOUT_CELLS_WITH_A_DRIVE_SUFFIX_ABOVE_1=0.07824
CORE_REGION_AREA_UM2=12110
GP_CONGESTION=0.8343
GLOBALROUTE.TOTALOVERFLOW=0
SETUP_VIOL_COUNT_FINAL=0
SYNTHESIS.AREA_UM2=5002
GRT_USAGE=0.1623
CTSHTREEMAXLEVEL=3
FILL_CELLS=1079
POWER_PER_CELL_AREA_nW_PER_UM2=280.7
TIGHTEST_SLEW_NS=0.8096
LAYOUT_MIN_CYCLE_TIME_NS=3.888
YOSYS-STAT-AREA_UM2=5002
IRDROPWORSTVDD_uV=169.1
WHS_PATH_DEPTH=2
TOTALNEGATIVESETUPSLACK_NS=0
WORSTSETUPENDPOINTTYPE='flip-flop'
CTS.REPORTEDPATHS.CLKPINSLEW_NS=0.06
CTS_TREE='yes'
FIRST_ITER_VIOLATIONS=234
CAP_VIOL_MAX_COUNT=0
FIN_WS_NS=2.712
AREA_DELTA_SYNTH_FINAL_PCT=16.91
MAXIMUM_NUMBER_OF_PINS_ON_ONE_NET_BEFORE_GLOBAL_ROUTE_REPAIR=33
SYNTH-SEQ-CELLS=85
VIA_COUNT=3663
CLOCK_TREE.BUFFER_DEPTH=2
## cells in the mapped netlist (8+ instances only)
cell type / instances / area share
nor2_1: 52 / 0.039
nand2_1: 19 / 0.014
a21oi_1: 17 / 0.017
nor3_1: 11 / 0.011
xnor2_1: 10 / 0.018
buf_4: 24 / 0.036
xor2_1: 17 / 0.030
nand3_1: 18 / 0.018
o31ai_1: 16 / 0.024
o21ai_0: 15 / 0.015
or4_1: 23 / 0.035
inv_1: 17 / 0.013
nor2b_1: 18 / 0.023
mux2_2: 8 / 0.018
nor4_1: 17 / 0.021
edfxtp_1: 79 / 0.47
ha_1: 10 / 0.025
or3_1: 13 / 0.016
clkbuf_1: 13 / 0.0098
## cells in the final DEF (no fill, tap or decap), types with 3 or more instances in the layout
| cell type | count |
|---|---|
| nor2b_1 | 18 |
| dfxtp_1 | 6 |
| nor3_1 | 11 |
| nand2b_1 | 6 |
| nand4_1 | 3 |
| or4_1 | 23 |
| clkinv_1 | 3 |
| or3_1 | 13 |
| nor4_1 | 17 |
| clkdlybuf4s50_1 | 43 |
| conb_1 | 22 |
| xor2_1 | 17 |
| buf_4 | 5 |
| mux2_2 | 8 |
| a21oi_1 | 17 |
| ha_1 | 10 |
| clkbuf_16 | 9 |
| nand3b_1 | 5 |
| nand2_1 | 19 |
| mux2_1 | 4 |
| mux2i_1 | 5 |
| nor2_1 | 52 |
| o21ai_0 | 15 |
| nand3_1 | 18 |
| or2_2 | 4 |
| o31ai_1 | 16 |
| nand4b_1 | 4 |
| inv_1 | 17 |
| edfxtp_1 | 79 |
| xnor2_1 | 10 |
## critical path, stage by stage
cell and delay (ns):
clkdlybuf4s50_1 0.50, inv_1 0.05, ha_1 0.32, o21ai_0 0.31, inv_1 0.08, ha_1 0.21
nor2b_1 0.18, xnor2_1 0.13, ha_1 0.22, nor2b_1 0.23, a32oi_1 0.09, a21boi_0 0.31
o21ai_0 0.13
## through the flow
stage	hold WS [ns]	std cells	area [µm²]
after global routing	0.5573	692	5848
after global placement	0.4991	676	5540
after detailed placement	0.5088	676	5540
after floorplan	0.4398	500	5081
final	0.5375	692	5848
after CTS	0.5520	692	5848
## state kept, by name, indices dropped and copies added (netlist names), 2 cells and up
register	cells
p1_score	3
p2_score	6
p1_idle	32
p2_idle	32
p2_power	2
p1_power	2
## where the power goes
part,switching [W],internal [W]
combinational,0.000129,0.000143
clock,0.000201,0.000329
sequential,0.000107,0.000732
## metal layers
| layer | routed length [µm] | vias to the layer above | part of all wire | track usage |
|---|---|---|---|---|
| met5 | 0 | - | 0 | 0 |
| met4 | 160 | 0 | 0.017 | 0.02511 |
| met3 | 455 | 13 | 0.048 | 0.03628 |
| met2 | 4218 | 86 | 0.45 | 0.2415 |
| met1 | 4631 | 1716 | 0.49 | 0.2642 |
| li1 | - | 1848 | - | - |
## cell families after synthesis
kind of cell / Yosys count / synth area share
mux: 17 / 0.03702
fa+ha+maj: 10 / 0.02501
buf+inv: 58 / 0.06328
xor+xnor: 27 / 0.04727
compound gates: 71 / 0.09205
other cells: 1 / 0.0007497
simple gates: 210 / 0.2364
flops: 85 / 0.4983
## final cells by class
class / count / area [µm²] / area share
Timing Repair Buffer: 48 / 467.9 / 0.08002
Sequential cell: 85 / 2492 / 0.4262
Multi-Input combinational cell: 357 / 2302 / 0.3937
Tap cell: 168 / 210.2 / 0.03594
Inverter: 18 / 67.56 / 0.01155
Clock buffer: 11 / 232.7 / 0.03979
Clock inverter: 5 / 75.07 / 0.01284
## worst paths after layout
kind | from | end | slack, ns
worst max-delay path | sw[3] | direction | 2.71
worst min-delay path | halt | halt | 0.54
worst max register to register | p2_idle[10] | p2_idle[23] | 3.59
worst min register to register | halt | halt | 0.54
No activity file was given, so power comes from the tool's default toggle rates.
