==> design.v <==
module my_pll(clk_in, sel, clk_out);
input clk_in;
input [1:0]sel;
output clk_out;
reg clk_out;
reg [31:0] counter_max;
reg [31:0] counter;
initial begin
	clk_out=1'b0;
	counter=25000000;
end
always@(sel) begin
	case(sel)
		1: counter_max=5000000;
		2: counter_max=12500000;
		3: counter_max=25000000;
		default: counter_max=25000000;
	endcase
end
always@(posedge clk_in) begin
	if(counter==0) begin
		counter=counter_max;
		clk_out=1'b1;
	end else begin
		clk_out=1'b0;
		counter=counter-1;
	end
end
endmodule
==> run.sh <==
#!/bin/bash
# OpenROAD 26Q1-2900-gdf79404cd8, Yosys 0.63+post, stock flow scripts
make -C /OpenROAD-flow-scripts/flow DESIGN_CONFIG=/design/flow/config.mk WORK_HOME=/design/flow/orfs finish
==> config.mk <==
export PLATFORM = sky130hd
export DESIGN_NAME = my_pll
export DESIGN_NICKNAME = my_pll
export VERILOG_FILES = /design/flow/design.v
export SDC_FILE = /design/flow/constraint.sdc
export NUM_CORES = 4
export LEC_CHECK = 1
export CORE_UTILIZATION = 30
==> constraint.sdc <==
current_design my_pll

set clk_period 8.6
set clk_io_pct 0.2

create_clock -name clk0 -period $clk_period [get_ports {clk_in}]

set non_clock_inputs [all_inputs -no_clocks]
set_input_delay [expr $clk_period * $clk_io_pct] -clock clk0 $non_clock_inputs
set_output_delay [expr $clk_period * $clk_io_pct] -clock clk0 [all_outputs]
==> reports/qor.csv <==
stage;metric;value;unit
critical_path;cp_max_fo;5;
timing;fin_tns_setup;0;ns
final_layout;fin_cells;257;
final_layout;fillCellCount;557;
floorplanning;die_w;75.4;um
cts;cts_max_path_buffers;2;
logic_synthesis;yosysUniqueCellTypes;33;
timing;whs;0.465;ns
run;drv_cap;0;
final_layout;combGateArea;891;um^2
worst_hold_path;min_path_type;reg2reg;
timing;rsz0062_at_grt;no;
final_layout;layout.cells.most_common;dfxtp_1;
cts;ctsHoldBuffers;0;
floorplanning;die-area;0.00568;mm^2
floorplanning;fp_util;0.314;
place;place.port_buffers;3;
cts;path_clk_slew;0.06;ns
logic_synthesis;yosys_cells;183;
routing;diodes;0;
routing;drt_iter0_markers;61;
floorplanning;core;0.00514;mm^2
cts;clock-sinks;33;
timing;period_needed;3.23;ns
critical_path;critPathSlowestCell;nor4_1;
routing;wl_per_cell;12.5;um
final_layout;seqCellArea;661;um^2
critical_path;cp-end-kind;register;
final_layout;mostFrequentLayoutCells;33 x dfxtp_1, 18 x nor2_1, 15 x or4_1;
routing;wl;3.21;mm
global_routing;grt_antenna_before_repair;0;
routing;vias;1306;
cts;cts_tree;built;
global_routing;grt_max_degree;18;
logic_synthesis;ys_area;0.00161;mm^2
critical_path;critPathKind;in2reg;
cts;cts_buffers;5;
place;dp_cells;250;
final_layout;drive_gt1_frac;0.0856;
timing;tightest_slew;0.876;ns
logic_synthesis;yosysWarnings;1;
logic_synthesis;synth_area;0.00161;mm^2
timing;slew-limit-headroom;0.411;
global_routing;grt_pass1_wl;5.56;mm
logic_synthesis;yosysSeqAreaShare;0.409;
routing;route.detailed.drc;0;
floorplanning;io_pins;4;
place;hpwl;2.26;mm
logic_synthesis;syn_area_per_cell;8.82;um^2
routing;drtPass1Iterations;6;
critical_path;start_kind;primary input;
timing;setup_violations;0;
timing;slew_viol_final;0;
global_routing;grt_overflow;0;
power_and_ir_drop;power;0.000280;W
timing;fmax;310;MHz
critical_path;cp.arrival;3.36;ns
final_layout;area_growth_syn_to_layout;11.3;%
cts;clk_latency;0.28;ns
cts;ctsResizeCount;0;
cts;htree_num_levels;2;
cts;cts_setup_buffers;0;
logic_synthesis;netlist_instances;183;
critical_path;slowest_delay;0.76;ns
floorplanning;die_h;75.4;um
global_routing;globalRouteTotalUtil;0.130;
timing;fin_skew;0.00517;ns
run;stage_log_warnings;28;
routing;post_drt_via_cell_ratio;5.08;
floorplanning;rows;26;
outcome;status;completed;
power_and_ir_drop;p_per_area;156;mW/mm^2
power_and_ir_drop;p_leak;0.627;nW
routing;antenna_left;0;
logic_synthesis;numSynthFlops;33;
critical_path;crit_chain;clkdlybuf4s50_1, inv_1, ha_1, nor4_1, nor2_1;
place;gp_congestion;0.872;
power_and_ir_drop;ir_drop;0.000104;V
global_routing;grt_pass1_vias;1234;
critical_path;cp.required;8.74;ns
timing;finalHoldViolations;0;
cts;clockRootBuffer;clkbuf_8;
timing;min_period_over_period;0.375;
-- cell families (layout without fill, tap and decap cells) --
kind of cell,count (synthesis),after routing,synth area share
flip-flops,33,33,0.409
AND/OR/NAND/NOR,81,81,0.296
adder cells (fa/ha/maj),5,5,0.0388
multiplexers,5,5,0.0341
buffers and inverters,16,20,0.0388
AND-OR/OR-AND,31,31,0.118
XOR/XNOR,12,12,0.0651
-- state kept, by name, summed over array words and instances, names as in the netlist --
register	flops
counter	32
clk_out	1
-- critical path: cells and delay by family --
kind | cells | cell delay, ns
adders and majority gates | 1 | 0.19
buffers and inverters | 2 | 0.57
and+or+nand+nor | 2 | 0.88
-- report_power, final --
| group | internal [W] | leakage, nW | total, W | switching, W |
|---|---|---|---|---|
| Sequential | 0.000155 | 0.273 | 0.000157 | 0.00000205 |
| Clock | 0.0000634 | 0.0443 | 0.000116 | 0.0000530 |
| Combinational | 0.00000343 | 0.310 | 0.00000679 | 0.00000336 |
| Total | 0.000221 | 0.627 | 0.000280 | 0.0000584 |
-- per-layer routing --
metal | vias up | track usage | part of all wire
met3 | 5 | 0.0402 | 0.047
met2 | 21 | 0.196 | 0.41
met1 | 591 | 0.189 | 0.52
met4 | 0 | 0.0267 | 0.017
met5 | - | 0 | 0
li1 | 689 | - | -
-- worst paths after layout --
kind | start | to | slack (ns) | cells past startpoint
min | counter[18]$_SDFF_PP1_ | counter[18]$_SDFF_PP1_ | 0.47 | 1
min reg2reg | counter[18]$_SDFF_PP1_ | counter[18]$_SDFF_PP1_ | 0.47 | 1
max | sel[0] | counter[10]$_DFF_P_ | 5.37 | 5
max reg2reg | counter[0]$_SDFF_PP0_ | counter[14]$_DFF_P_ | 5.71 | 7
-- layout make-up --
cell class	count	area share
Clock buffer	7	0.0481
Inverter	9	0.0188
Sequential cell	33	0.368
Tap cell	70	0.0487
Timing Repair Buffer	4	0.0209
Multi-Input combinational cell	134	0.496
-- synth_stat cells, drive strengths merged --
library cell | n | area share
xnor2 | 8 | 0.043
nor4 | 11 | 0.043
a31oi | 7 | 0.027
a22oi | 1 | 0.0047
nor3 | 3 | 0.0093
nor2 | 18 | 0.042
inv | 9 | 0.021
or4 | 16 | 0.077
or3 | 6 | 0.023
or2 | 4 | 0.016
or3b | 1 | 0.0054
mux2i | 1 | 0.0062
and4 | 2 | 0.011
nand4 | 4 | 0.016
xor2 | 4 | 0.022
clkbuf | 5 | 0.012
a21oi | 9 | 0.028
o21ai | 5 | 0.016
ha | 5 | 0.039
and3 | 1 | 0.0039
mux2 | 4 | 0.028
nor4b | 2 | 0.011
dfxtp | 33 | 0.41
nand3 | 3 | 0.0093
buf | 2 | 0.0062
o31ai | 8 | 0.037
nand4b | 1 | 0.0054
nand2 | 7 | 0.016
o41ai | 1 | 0.0054
nor3b | 1 | 0.0047
nand3b | 1 | 0.0047
-- per-stage QoR --
| stage | setup WS (ns) | instance area (um^2) | utilization |
|---|---|---|---|
| 2_1_floorplan | 5.92 | 1610 | - |
| 3_3_place_gp | 5.12 | 1710 | 0.333 |
| 3_5_place_dp | 5.10 | 1710 | 0.333 |
| 4_1_cts | 5.39 | 1800 | 0.350 |
| 5_1_grt | 5.21 | 1800 | 0.350 |
| 6_report | 5.37 | 1800 | 0.350 |
No activity file was given, so power comes from the tool's default toggle rates.
